File: config.mk
export PLATFORM = sky130hd
export DESIGN_NAME = axis_fifo
export DESIGN_NICKNAME = axis_fifo
export VERILOG_FILES = /design/flow/design.v
export SDC_FILE = /design/flow/constraint.sdc
export NUM_CORES = 4
export LEC_CHECK = 1
export CORE_AREA = 10 10 70 70
export DIE_AREA = 0 0 80 80
File: design.v
`timescale 1 ns / 1 ps
module axis_fifo #
(
  parameter integer S_AXIS_TDATA_WIDTH = 32,
  parameter integer M_AXIS_TDATA_WIDTH = 32
)
(
  input  wire                          aclk,
  output wire                          s_axis_tready,
  input  wire [S_AXIS_TDATA_WIDTH-1:0] s_axis_tdata,
  input  wire                          s_axis_tvalid,
  input  wire                          m_axis_tready,
  output wire [M_AXIS_TDATA_WIDTH-1:0] m_axis_tdata,
  output wire                          m_axis_tvalid,
  input  wire                          fifo_write_full,
  output wire [S_AXIS_TDATA_WIDTH-1:0] fifo_write_data,
  output wire                          fifo_write_wren,
  input  wire                          fifo_read_empty,
  input  wire [M_AXIS_TDATA_WIDTH-1:0] fifo_read_data,
  output wire                          fifo_read_rden
);
  assign m_axis_tdata = fifo_read_empty ? {(M_AXIS_TDATA_WIDTH){1'b0}} : fifo_read_data;
  assign m_axis_tvalid = ~fifo_read_empty;  
  assign s_axis_tready = ~fifo_write_full;  
  assign fifo_read_rden = m_axis_tready;
  assign fifo_write_data = s_axis_tdata;
  assign fifo_write_wren = s_axis_tvalid;
endmodule
File: constraint.sdc
current_design axis_fifo

set clk_period 1.0
set clk_io_pct 0.2

create_clock -name clk0 -period $clk_period

set non_clock_inputs [all_inputs -no_clocks]
set_input_delay [expr $clk_period * $clk_io_pct] -clock clk0 $non_clock_inputs
set_output_delay [expr $clk_period * $clk_io_pct] -clock clk0 [all_outputs]
File: run.sh
#!/bin/bash
# OpenROAD 26Q1-2900-gdf79404cd8, Yosys 0.63+post, stock flow scripts
make -C /OpenROAD-flow-scripts/flow DESIGN_CONFIG=/design/flow/config.mk WORK_HOME=/design/flow/orfs finish
==> results.sh <==
# physical design summary
export IMPL_die_area_mm2=0.006400
export IMPL_combPwrFrac=1.000
export IMPL_yosysSeqAreaShare=0
export IMPL_gp_congestion=0.7278
export IMPL_holdPathStages=0
export IMPL_worstPathArrival_ns=0.69
export IMPL_globalRouteOverflowTotal=0
export IMPL_power_internal_mw=0.1785
export IMPL_ys_types=3
export IMPL_place_inst=150
export IMPL_areaGrowthSynthToFinish_pct=73.20
export IMPL_start_kind="input port"
export IMPL_grt_pass1_wl_um=3029
export IMPL_flops=0
export IMPL_met1_usage=0.05999
export IMPL_clkbuf_count=0
export IMPL_regArea_um2=0
export IMPL_yosysWarnings=0
export IMPL_ios=137
export IMPL_busiest_layer="met2"
export IMPL_drive_above_1_share=0.3868
export IMPL_rows=21
export IMPL_power_frac_clock=0
export IMPL_tightest_slew_ns=0.1182
export IMPL_die_w_um=80
export IMPL_dr_total_vias=523
export IMPL_grtUsageMet2=0.08989
export IMPL_fin_tns_setup_ns=0
export IMPL_seqPwrFrac=0
export IMPL_die_h_um=80
export IMPL_p_leak_nw=0.4773
export IMPL_finalCritPeriodShare=0.8905
export IMPL_yosys_cells=71
export IMPL_hold_viol_final=0
export IMPL_drc=0
export IMPL_fmax_mhz=1123
export IMPL_hold_path_class="input port to primary output"
export IMPL_synth_avg_cell_area_um2=6.838
export IMPL_top_area_cell="buf_4"
export IMPL_crit_type="input port to primary output"
export IMPL_total_power_mw=0.2468
export IMPL_maxSlewHeadroom=0.9212
export IMPL_worst_setup_path_end_kind="primary output"
export IMPL_ys_area_um2=485.5
export IMPL_p_sw_frac=0.2770
export IMPL_antenna_found_initial=0
export IMPL_power_switching_mw=0.06837
export IMPL_slew_violations=0
export IMPL_cp_max_fo=16
export IMPL_design_core_area_mm2=0.003416
export IMPL_synth_top_area_share=0.5722
export IMPL_grt_pass1_vias=573
export IMPL_grtUsageTotal=0.05703
export IMPL_power_per_cell_area_mw_per_mm2=293.6
export IMPL_topCellsByArea="buf_4 (57%), nor2b_1 (41%), inv_1 (1.5%)"
export IMPL_use_met3=0.04091
export IMPL_drtPass1Iterations=2
export IMPL_grt_max_degree=17
export IMPL_required_ns=0.80
export IMPL_fp_util=0.1421
export IMPL_warnings=33
export IMPL_cp_startpoint="fifo_read_empty"
export IMPL_drt_wl_total_um=2134
export IMPL_dpl_hpwl_um=1804
export IMPL_ir_drop_uv=103.0
export IMPL_fin_crit_ns=0.8905
export IMPL_setup_viol=0
export IMPL_stdcell_count=152
export IMPL_wl_per_cell_um=14.04
export IMPL_port_buffers=68
export IMPL_lay_top_count="dlygate4sd2_1"
export IMPL_n_antenna_cell=0
export IMPL_status="complete, no violations"
export IMPL_initialDrtViolationCount=5
export IMPL_rsz0062_at_grt="no"
export IMPL_cp_endpoint="m_axis_tdata[27]"
export IMPL_layout_top_cells="dlygate4sd2_1 (35), buf_2 (32), nor2b_1 (28)"
export IMPL_vias_per_cell=3.441
export IMPL_final_antenna_net_count=0
export IMPL_cap_viol_max_count=0
export IMPL_syn_inst=71
export IMPL_synth_cell_area_um2=485.5
[metal layers]
layer	wire length, µm	part of all wire
met5	0	0
met4	48	0.022
met1	809	0.38
met3	339	0.16
met2	935	0.44
[power by group through the flow]
stage	clock [mW]	sequential, mW	combinational [mW]
after CTS	0	0	0.244
after global routing	0	0	0.278
final	0	0	0.247
[synth_stat cells (all sizes together)]
master and n:
buf 37, inv 2, nor2b 32
[how the worst min path moves through the flow]
stage | startpoint | end | slack [ns]
4_1_cts | s_axis_tdata[12] | fifo_write_data[12] | 0.40
6_report | s_axis_tdata[12] | fifo_write_data[12] | 0.40
5_1_grt | s_axis_tdata[26] | fifo_write_data[26] | 0.40
[metrics by stage]
step	area, µm²	hold slack [ns]	util	setup WS [ns]
final	840.8	0.4000	0.2462	0.1095
after global routing	840.8	0.4000	0.2462	0.04328
after CTS	813.3	0.4000	0.2381	0.001499
after detailed placement	973.4	0.4000	0.2850	-0.6994
after global placement	973.4	0.4000	0.2850	-0.6719
after floorplan	485.5	0.4091	-	0.3964
[cell families (layout without fill, tap and decap cells)]
logic type,after synthesis,count (layout),synth area share
AND/OR/NAND/NOR,32,32,0.4124
buffers and inverters,39,74,0.5876
[layout make-up]
type,instances,area [µm²]
multi-input cells,32,230.2
fillers,399,2575
well taps,46,57.56
inverters,2,7.507
repair buffers,72,545.5
[critical path, stage by stage]
cell	delay, ns
buf_6	0.12
buf_6	0.15
nor2b_1	0.11
buf_2	0.10
[what timing repair did]
action                                  CTS  global route
setup buffers                             2             0
gates resized                           142             4
hold buffers                              0             0
gates cloned                              0             1
endpoints found under the setup margin   34            14
pin swaps                                 0             0
