File: /design/flow/run.sh
#!/bin/bash
# OpenROAD 26Q1-2900-gdf79404cd8, Yosys 0.63+post, stock flow scripts
make -C /OpenROAD-flow-scripts/flow DESIGN_CONFIG=/design/flow/config.mk WORK_HOME=/design/flow/orfs finish
File: /design/flow/config.mk
export PLATFORM = sky130hd
export DESIGN_NAME = NMRPulseSequencer
export DESIGN_NICKNAME = NMRPulseSequencer
export VERILOG_FILES = /design/flow/design.v
export SDC_FILE = /design/flow/constraint.sdc
export NUM_CORES = 4
export LEC_CHECK = 1
export CORE_UTILIZATION = 30
File: /design/flow/constraint.sdc
current_design NMRPulseSequencer

set clk_period 18.0
set clk_io_pct 0.2

create_clock -name clk0 -period $clk_period [get_ports {clk}]

set non_clock_inputs [all_inputs -no_clocks]
set_input_delay [expr $clk_period * $clk_io_pct] -clock clk0 $non_clock_inputs
set_output_delay [expr $clk_period * $clk_io_pct] -clock clk0 [all_outputs]
File: /design/flow/design.v
`timescale 1ns / 1ps
module NMRPulseSequencer #(
    parameter US_DIVIDER = 125
    )(
    input wire clk,
    input wire rst,
    input wire force_on,
    input wire amp_on,
    input wire [31:0] Alen_in, 
    input wire [31:0] Blen_in, 
    input wire [31:0] ABdly_in, 
    input wire [31:0] BBdly_in, 
    input wire [15:0] BBcnt_in,
    input wire [31:0] BlankLen_in,
    output wire     sync_out,
    output wire     pulse_out,
    output wire     blank_out
    );
    reg [$clog2(US_DIVIDER)-1:0] us_counter;
    wire us_zero = ~|us_counter;
    always @(posedge clk)
        if(rst) begin
            us_counter <= US_DIVIDER - 1;
        end else begin
            us_counter <= us_counter - 1;
            if (us_zero)
                us_counter <= US_DIVIDER - 1;
        end
     localparam  STATE_A_START = 0;
     localparam  STATE_AH = 1;
     localparam  STATE_AL = 2;
     localparam  STATE_BH = 3;
     localparam  STATE_BNEXT = 4;
     localparam  STATE_BL = 5;
     localparam  STATE_STOP = 6;
     reg  [4:0]  state;
     reg  [31:0] t;
     reg  [15:0] b_cnt;
     reg  [31:0] bn_start;
     reg  [31:0] bn_stop;
     reg         pulse_reg;
     reg         pulse_reg_prv;
     wire        blank_trigger = ~pulse_reg & pulse_reg_prv;
     reg  [31:0] blank_counter;
     wire        blank_counter_zero = ~|blank_counter;
     always @ (posedge clk)
        if(rst) begin
            state <= STATE_AH;
            t <= 0;
            pulse_reg <= 0;
            pulse_reg_prv <= 0;
            blank_counter <= 0;
            b_cnt <= BBcnt_in - 1;
            bn_start <= ABdly_in;
            bn_stop <= ABdly_in + Blen_in;
        end else begin
            if(us_zero)
            begin
                t <= t + 1;
            end
            case(state)
                STATE_AH: begin  
                        pulse_reg <= 1;
                        if( t == Alen_in )
                            state <= STATE_AL;
                    end
                STATE_AL: begin  
                        pulse_reg <= 0;
                        if( t == bn_start )
                        begin
                            if(|BBcnt_in)
                                state <= STATE_BH;
                            else
                                state <= STATE_STOP;
                        end
                    end
                STATE_BH: begin  
                        pulse_reg <= 1;
                        if( t == bn_stop )
                            state <= STATE_BNEXT;
                    end
                STATE_BNEXT: begin  
                        pulse_reg <= 0;
                        bn_start <= bn_start + BBdly_in;
                        bn_stop <= bn_stop + BBdly_in;
                        b_cnt <= b_cnt - 1;
                        if( |b_cnt)
                            state <= STATE_BL;
                        else
                            state <= STATE_STOP;
                    end
                STATE_BL: begin  
                        pulse_reg <= 0;
                        if( t == bn_start)
                            state <= STATE_BH;
                    end
                STATE_STOP: begin  
                        pulse_reg <= 0;
                        state <= STATE_STOP;
                    end
            endcase
            pulse_reg_prv <= pulse_reg;
            if(blank_trigger)
            begin
                blank_counter <= BlankLen_in;
            end
            if(~blank_counter_zero & us_zero)
                blank_counter <= blank_counter -1;
        end
        assign pulse_out = pulse_reg | force_on;
        assign sync_out = (state==STATE_AH) & pulse_out;
        assign blank_out = (~blank_counter_zero | blank_trigger) | ~amp_on;
endmodule
==> flow_summary.toml <==
# flow metrics
[status]
status = "finished clean"

[global_route]
grt_antenna_before_repair = 2
grt_usage = 0.1755
grt_max_degree = 163
grt_pass1_wl_um = 57830
grt_remaining_overflow = 0
grt_pass1_vias = 10508

[worst_setup_path]
crit-reg2reg-capture = "bn_start[30]"
reg2reg_depth = 12
cp_data_arrival_time_ns = 4.81
worstSetupPathType = "in -> out"
critPathMaxStageDelay_ns = 0.39
cp_slowest_cell = "clkdlybuf4s50_1"
cpMostUsedCell = "clkdlybuf4s50_1"
crit_path_end_kind = "output pin"
reg2reg_slack_ns = 13.91
r2r-start = "bn_start[0]"
crit_chain = "clkdlybuf4s50_1 > or2_2 > and2_1 > clkdlybuf4s50_1"
required_ns = 14.40
worstPathMaxFanout = 2
start_kind = "input pin"

[clocking]
cts_buffers = 17
clkSinkCount = 159
htreeDepth = 4
clock.latency.late_pin_ns = 0.44
root_buffer = "clkbuf_16"
postCtsSetupBuffers = 0
clk_path_buf_depth = 2
cts_tree = "done"
path_clk_slew_ns = 0.07
ctsResizeCount = 0
cts_hold_buf = 0

[floorplanning]
die_x_um = 208.0
initCoreUtil = 0.3041
ios = 183
core_um2 = 41850
rows = 75
chipArea_um2 = 43250
chipHeight_um = 208.0

[detailed_routing]
drt-wirelength-per-cell_um = 17.07
drc = 0
dr.first_iter.drc_count = 679
vias_per_cell = 5.111
antenna_left = 0
vias = 11076
drtPass1Iterations = 7
routed_wl_um = 37000

[power]
p_per_area_nw_per_um2 = 79.57
vdd_ir_drop_max_uv = 72.64
p_total_mw = 1.239
leakagePower_nw = 5.945

[place]
placed_cell_area_um2 = 15000
dp.cells = 2134
post-dp-hpwl_um = 29270
io_buffers = 182
dp_worst_setup_slack_ns = 9.584
gp_congestion = 0.9353

[synthesis]
fa_ha_area_frac = 0.1001
syn_inst = 1476
yosys_area_um2 = 12730
yosys-stat-cells = 1476
synth_flops = 159
muxShareOfSynthArea = 0.01966
synth_area_per_cell_um2 = 8.623
synthArstFlopShare = 0
xor_area_frac = 0.1569
edf_count = 80
synth_cell_type_count = 79
simple_gate_area_frac = 0.1886
yosysWarnings = 1
logic_family = "AND-OR/OR-AND gates"
ys_sh_aoi = 0.1918
ys.flop_type = "edfxtp_1"
syn_area_um2 = 12730
synth.yosys.seq_area_share = 0.3130

[sta]
setup_tns_ns = 0
fin_skew_ns = 0.009429
fmax_ghz = 0.1189
min_period_ns = 8.409
finalHoldViolCount = 0
setup_viol = 0
holdWs_ns = 0.4489
final_max_slew_viol_count = 0
finalClockPeriodUsage = 0.4672
worstMarginPinSlew_ns = 0.9530
setup_slack_ns = 9.591
rsz0062_at_grt = "false"
max_slew_margin = 0.3566

[layout]
fin_area_um2 = 15580
layout-drive-gt1-share = 0.04487
syn2layout_area_growth_pct = 22.39
final_util = 0.3722
final_cell_count_no_fill = 2167

[run]
maxCapViolCount = 0
warnings = 27

[hold_path]
hold_end = "us_counter[0]"
min_path_cells = 1
holdCritStartpoint = "us_counter[0]"
hold_path_class = "reg -> reg"
==> kinds of logic (layout without fill, tap and decap cells) <==
logic type,Yosys count,count (layout)
AND-OR/OR-AND,389,389
XOR/XNOR,228,228
adder cells (fa/ha/maj),100,100
buffers and inverters,97,248
flip-flops,159,159
multiplexers,24,24
other,0,1
AND/OR/NAND/NOR,479,479
==> report_power, final <==
part / internal [mW] / switching [mW] / leakage [nW]
clock: 0.195 / 0.168 / 0.284
combinational: 0.199 / 0.220 / 4.23
sequential: 0.424 / 0.0335 / 1.43
total: 0.818 / 0.421 / 5.94
==> layout by cell type (no fill, tap or decap), types with 7 or more instances in the layout <==
master             n
o21bai_1          11
mux2_2             7
a21o_1            51
nor4_1            24
nand2_1          131
o311ai_0           8
a211oi_1           8
a221oi_1          11
inv_1             30
nor2b_1            9
or3_1             18
clkbuf_16         17
edfxtp_1          80
a21oi_1          126
dfxtp_1           79
nand3_1           26
mux2i_1           16
clkdlybuf4s50_1  181
xnor2_1          122
o21ai_0           92
and2_1             7
nor2_1           123
nor3_1            40
a31oi_1           15
and3_1            13
ha_1              97
o21a_1             8
xor2_1           106
nand2b_1          21
nand4_1           32
==> routing by layer <==
layer / wire (um) / part of all wire / global-route usage / vias to the layer above
li1: - / - / - / 5680
met3: 2681 / 0.072 / 0.04236 / 21
met5: 13 / 0.00035 / 0 / -
met4: 447 / 0.012 / 0.01839 / 2
met2: 15810 / 0.43 / 0.2584 / 332
met1: 18050 / 0.49 / 0.2743 / 5041
==> how the worst max path moves through the flow <==
| stage | slack (ns) | depth (start not counted) | to | start |
|---|---|---|---|---|
| after CTS | 9.58 | 4 | sync_out | force_on |
| after global routing | 9.55 | 4 | sync_out | force_on |
| final | 9.59 | 4 | sync_out | force_on |
==> worst max-delay path: cells and delay by family <==
kind                   cells  cell delay [ns]
buffers and inverters      2             0.77
AND/OR/NAND/NOR            2             0.43
==> cell usage after synthesis (all sizes together), types with 4 or more instances <==
cell     instances  area, um^2
o221ai           4       35.03
nand4           34       225.2
dfxtp           79        1582
nor3            42       226.5
buf             13       66.31
nor4            27       214.0
o21ai           98       494.2
o21a             9       75.07
inv             30       112.6
a31oi           15       93.84
a21o            51       382.9
a211oi           8       60.06
nor3b            5       37.54
and3            13       81.33
a21oi          126       630.6
o21bai          11       82.58
or2              7       43.80
xor2           106       928.4
and2             7       43.79
nand2          133       504.2
nand3           26       130.1
nor2b            9       56.30
nor2           126       494.2
a221oi          11       96.34
a2111oi          4       47.55
nand2b          21       131.4
ha              97        1214
edfxtp          80        2402
or3             18       112.6
mux2i           16       160.2
clkbuf          54       202.7
mux2             8       90.09
o31ai            5       37.54
o311ai           8       70.07
a22oi            6       45.04
xnor2          122        1069
o211ai           6       45.04
==> layout make-up <==
cell class                      instances  area [um^2]
Antenna cell                            1        2.502
Inverter                               30        112.6
Clock buffer                           17        425.4
Tap cell                              539        674.4
Fill cell                            4193        26280
Clock inverter                         15        148.9
Timing Repair Buffer                  186         1866
Multi-Input combinational cell       1220         8364
Sequential cell                       159         3984
Power is estimated from default activity; no workload was simulated.
