==> design.v <==
`timescale 1 ns / 1 ps
module axis_lfsr #
(
  parameter integer AXIS_TDATA_WIDTH = 64,
  parameter         HAS_TREADY = "FALSE"
)
(
  input  wire                        aclk,
  input  wire                        aresetn,
  input  wire                        m_axis_tready,
  output wire [AXIS_TDATA_WIDTH-1:0] m_axis_tdata,
  output wire                        m_axis_tvalid
);
  reg [AXIS_TDATA_WIDTH-1:0] int_lfsr_reg, int_lfsr_next;
  reg int_enbl_reg, int_enbl_next;
  always @(posedge aclk)
  begin
    if(~aresetn)
    begin
      int_lfsr_reg <= 64'h5555555555555555;
      int_enbl_reg <= 1'b0;
    end
    else
    begin
      int_lfsr_reg <= int_lfsr_next;
      int_enbl_reg <= int_enbl_next;
    end
  end
  generate
    if(HAS_TREADY == "TRUE")
    begin : HAS_TREADY
      always @*
      begin
        int_lfsr_next = int_lfsr_reg;
        int_enbl_next = int_enbl_reg;
        if(~int_enbl_reg)
        begin
          int_enbl_next = 1'b1;
        end
        if(int_enbl_reg & m_axis_tready)
        begin
          int_lfsr_next = {int_lfsr_reg[62:0], int_lfsr_reg[62] ~^ int_lfsr_reg[61]};
        end
      end
    end
    else
    begin : NO_TREADY
      always @*
      begin
        int_lfsr_next = int_lfsr_reg;
        int_enbl_next = int_enbl_reg;
        if(~int_enbl_reg)
        begin
          int_enbl_next = 1'b1;
        end
        if(int_enbl_reg)
        begin
          int_lfsr_next = {int_lfsr_reg[62:0], int_lfsr_reg[62] ~^ int_lfsr_reg[61]};
        end
      end
    end
  endgenerate
  assign m_axis_tdata = int_lfsr_reg;
  assign m_axis_tvalid = int_enbl_reg;
endmodule
==> run.sh <==
#!/bin/bash
# OpenROAD 26Q1-2900-gdf79404cd8, Yosys 0.63+post, stock flow scripts
make -C /OpenROAD-flow-scripts/flow DESIGN_CONFIG=/design/flow/config.mk WORK_HOME=/design/flow/orfs finish
==> config.mk <==
export PLATFORM = sky130hd
export DESIGN_NAME = axis_lfsr
export DESIGN_NICKNAME = axis_lfsr
export VERILOG_FILES = /design/flow/design.v
export SDC_FILE = /design/flow/constraint.sdc
export NUM_CORES = 4
export LEC_CHECK = 1
export CORE_UTILIZATION = 50
==> constraint.sdc <==
current_design axis_lfsr

set clk_period 3.5
set clk_io_pct 0.2

create_clock -name clk0 -period $clk_period [get_ports {aclk}]

set non_clock_inputs [all_inputs -no_clocks]
set_input_delay [expr $clk_period * $clk_io_pct] -clock clk0 $non_clock_inputs
set_output_delay [expr $clk_period * $clk_io_pct] -clock clk0 [all_outputs]
==> run notes <==
Summary of implementation figures.

Global route
The via count of the first global-routing pass is 1483. Entering global routing, the biggest net connects 38 pins. The initial antenna violation count was 0. The first global-routing pass estimated 6870 um of wire. For this run the aggregate overflow at the end of global routing stands at 0. The total global-route track usage is 17.7%.

Power
The analysis attributes to cell leakage a power of 0.00144 uW. Sequential cells account for 50.1% of the total power. The internal portion of the total power is 1350 uW. Looking at the power breakdown, the clock network takes 37.3% of the total.

The share of total power consumed by net switching is 21.3%. The analysis attributes to net switching a power of 366 uW. The total power per unit cell area is 533 nW/um^2. In this run, the combinational gates consume 12.6% of the power.

The peak ir drop on the vdd network is 468 uV.

Finish
After the flow finishes, the layout carries non-filler instances totaling 331. The register with the most flip-flops in the layout has 64 of them. The number of inserted filler cells in the final layout is 348. In the layout the commonest cells are clkdlybuf4s50_1, dfxtp_1, mux2i_1, nor2b_1, nand2_1.

The most common logic cell in the final layout is clkdlybuf4s50_1. The synthesis-to-finish area growth is 35.5%. The fraction of layout instances using a drive strength above 1 is 6.81%. The combinational cell area excluding buffers and inverters is 970 sq um. The footprint of the flip-flops and latches is 1310 sq um.

Floorplanning
The horizontal die dimension is 71.0 um. The core box area is 4470 sq um. The die is 71.0 um tall. According to the floorplan report, the total die area is 5030 sq um. The core utilization at floorplan is 53.1%.

The number of standard-cell rows in the floorplan is 24. The number of placed I/O pins is 68.

Placed design
The congestion estimate from routability-driven global placement came to 0.699. The placed wire-length estimate is 2420 um. In this run, placement finished with an instance count of 315. The total of buffers placed on input and output ports is 66.

Clocking
The number of hold buffers added after cts is 0. The number of gates resized after CTS was 0. Buffers added to address setup during post-CTS repair amount to 0. The number of buffers created by CTS is 9. The clock root buffer is clkbuf_8.

The clock drives 65 sinks. The largest buffer count on any clock path is 2. CTS built an H-tree with a depth of 3. For the worst-skew pair, the clock arrives at the later sink with an insertion delay of 0.33 ns. On the reported timing paths, the clock transition at the registers reads 0.06 ns.

TritonCTS built the clock tree.

Min path
The depth of the worst hold-timing path is 2. The worst min-delay path class is flop to flop.

Critical path
The logic depth of the worst register-to-register path is 3. The number of cells on the critical path is 1. Among all stages on the critical path, the maximum delay recorded is 0.65 ns.

Walking the worst path, the cells encountered are clkdlybuf4s50_1. The worst setup path category is flop to primary output. The OpenROAD report gives the critical path a data arrival time of 1.54 ns. Per the STA report, the cell with the highest stage delay on the worst path is dfxtp_4. The critical path capture point type is a primary output. The number of buffer and inverter stages on the critical path is 1. The critical path endpoint has a required time of 2.80 ns.

Along the worst path, the maximum fanout reaches 30. Grouping stages by cell kind, the critical path spends the most delay in flip-flops. The worst setup path is launched from a flop.

Routing
After detailed routing, the total wire length is 3930 um. The violation tally recorded at the end of detailed-routing iteration 0 is 59. In the routed design, unresolved DRC markers number 0. The final routed wire length divided by cell count is 11.9 um. The via-per-instance ratio is 4.89. The routed layout has 1618 vias.

Nets still carrying antenna violations after routing amount to 0. The first-pass iteration count of the detailed router is 21. 0 antenna diodes ended up in the layout.

Synth
The yosys warning tally is 1. The synthesized netlist was found by Yosys to have 209 cells. The number of distinct standard cells referenced by the synthesized netlist is 12. The mapped netlist covers 2380 sq um.

The gate count of the mapped netlist is 209. The number of flip-flops and latches in the synthesized netlist is 65. The register share after synthesis is 54.7%. Per the post-synthesis stats, the area per cell is 11.4 sq um. The synthesized chip area reported by yosys is 2380 sq um.

Timing
For this run, the final setup violation count is recorded as 0. The number of max-slew violations in the final report is 0. Setup repair after global routing left no endpoint under its margin. After layout, the minimum clock period comes to 2.24 ns. The summed negative setup slack over all endpoints is 0 ns.

The final number of hold-violating endpoints is 0. Timing would allow up to 447 MHz. The pin closest to its max-slew limit shows a slew of 0.606 ns. The final clock period utilization by the worst path is 63.9%. The relative slew slack is 59.6%. In the final run the clock tree shows a worst skew of 0.00399 ns.

Run status
The flow ran to the end, and the final reports show no timing, DRC or antenna violations.

Flow run
The number of warnings the tools reported is 28. The reported max-cap violation count is 0.
[routing by layer]
layer | wire (um) | vias to the layer above | track usage, % | part of all wire (%)
li1 | - | 823 | - | -
met1 | 1860 | 744 | 25.6 | 47
met2 | 1730 | 46 | 27.0 | 44
met3 | 301 | 5 | 7.37 | 7.7
met4 | 42 | 0 | 2.00 | 1.1
met5 | 0 | - | 0 | 0
[power groups by stage]
stage         combinational [uW]  clock [uW]  sequential (uW)
finish                       216         641              860
global route                 242         703              871
CTS                          220         663              862
[final cells by class]
class	count	area share, %
tap	52	2.02
clock buffer	14	5.36
sequential	65	40.5
clock inverter	2	1.09
timing repair buffer	68	20.8
multi-input combinational	129	30.1
inverter	1	0.117
[cell families (layout without fill, tap and decap cells)]
family	count (synthesis)	in the layout	share of synthesized area, %
AND/OR/NAND/NOR	64	64	13.6
multiplexers	63	63	26.5
AND-OR/OR-AND	1	1	0.316
flip-flops	65	65	54.7
buffers and inverters	15	85	4.47
XOR/XNOR	1	1	0.368
[cells in the mapped netlist, drive strengths merged]
cell type,count,area (sq um)
buf,8,80.1
o211ai,1,7.51
inv,1,3.75
nor2b,32,200
nand2,31,116
dfxtp,65,1300
nand2b,1,6.26
xor2,1,8.76
clkbuf,6,22.5
mux2i,63,631
[final timing paths]
path | from | endpoint | slack (ns)
max reg2reg | int_enbl_reg | int_lfsr_reg[16] | 1.78
min | int_lfsr_reg[40] | int_lfsr_reg[40] | 0.50
min reg2reg | int_lfsr_reg[40] | int_lfsr_reg[40] | 0.50
max | int_enbl_reg | m_axis_tvalid | 1.26
[stage by stage]
step | setup slack [ns] | hold WS (ns) | util, % | power (uW) | instance area (sq um)
after global routing | 1.18 | 0.527 | 72.0 | 1820 | 3220
after detailed placement | 1.60 | 0.487 | 67.4 | 1100 | 3010
final | 1.26 | 0.498 | 72.0 | 1720 | 3220
after CTS | 1.23 | 0.504 | 72.0 | 1750 | 3220
after global placement | 1.59 | 0.479 | 67.4 | 1090 | 3010
after floorplan | 2.20 | 0.441 | - | 962 | 2380
Power and IR drop assume default switching activity.
